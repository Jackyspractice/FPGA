[/design/flow/design.v]
module clock_div_1HZ(
    mclk,
    clr,
    clk_out
);
input mclk;
input clr;
output clk_out;
wire clk_out;
reg [26:0] q;
always @(posedge mclk)
begin
    if (clr) q <= 0;
    else q <= q + 1'b1;
end
assign clk_out = q[26];
endmodule
[/design/flow/run.sh]
#!/bin/bash
# OpenROAD 26Q1-2900-gdf79404cd8, Yosys 0.63+post, stock flow scripts
make -C /OpenROAD-flow-scripts/flow DESIGN_CONFIG=/design/flow/config.mk WORK_HOME=/design/flow/orfs finish
[/design/flow/config.mk]
export PLATFORM = sky130hd
export DESIGN_NAME = clock_div_1HZ
export DESIGN_NICKNAME = clock_div_1HZ
export VERILOG_FILES = /design/flow/design.v
export SDC_FILE = /design/flow/constraint.sdc
export NUM_CORES = 4
export LEC_CHECK = 1
export CORE_AREA = 10 10 95 95
export DIE_AREA = 0 0 105 105
[/design/flow/constraint.sdc]
current_design clock_div_1HZ

set clk_period 3.4
set clk_io_pct 0.2

create_clock -name clk0 -period $clk_period [get_ports {mclk}]

set non_clock_inputs [all_inputs -no_clocks]
set_input_delay [expr $clk_period * $clk_io_pct] -clock clk0 $non_clock_inputs
set_output_delay [expr $clk_period * $clk_io_pct] -clock clk0 [all_outputs]
==> results.tsv <==
stage	metric	value	unit
final_layout	most instantiated logic cells after routing	27 x sky130_fd_sc_hd__dfxtp_1, 14 x sky130_fd_sc_hd__a21oi_1, 12 x sky130_fd_sc_hd__nor2_1	
die	width of the die	105	µm
cts	Resized Gates After CTS	0	
cts	clock transition time at the flip-flop clock pins of the worst setup and hold paths	0.09	ns
timing	Final setup viols	0	
cts	CTS tree	yes	
grt	global routing usage summed across all routing layers	4.18	%
die	number of rows created at floorplan	30	
timing	worst-case clock skew	0.00208	ns
setup_path	arrival time at the worst endpoint	2.25	ns
timing	Setup Total Neg Slack	0	ns
cts	TritonCTS sink count	27	
min_path	worst hold path endpoint	q[0]	
grt	met2 usage	6.23	%
setup_path	number of cell instances on the worst register-to-register path	5	
cts	number of buffers on the longest clock path	2	
grt	global route hottest layer	met2	
min_path	cell depth of the worst min-delay path	1	
setup_path	end of the worst register-to-register path	q[24]	
yosys	main flop type	sky130_fd_sc_hd__dfxtp_1	
setup_path	Worst Setup Start Kind	flop	
final_layout	top register by number of flip-flops	q	
power_and_ir_drop	VDD IR max	0.361	mV
setup_path	path type of the worst setup path	flop to flop	
route	post-detailed-route wirelength per cell	9.21	µm
die	area of the die	11000	µm²
timing	measured slew at the worst slew-check pin	0.432	ns
grt	met1 usage	6.04	%
yosys	synthesized area	1230	µm²
yosys	register area share after synthesis	43.9	%
power_and_ir_drop	LEAKAGE	0.379	nW
route	detailed-route vias per instance	4.09	
yosys	synthesized area per cell	8.79	µm²
placement	port bufs	2	
grt	number of global-route vias before repair	916	
final_layout	most numerous logic cell after layout	sky130_fd_sc_hd__dfxtp_1	
final_layout	area of combinational cells with multiple inputs	637	µm²
final_layout	Area Growth Syn to Fin	12.9	%
yosys	tally of yosys warning messages	1	
final_layout	share of layout cells above drive strength 1	6.38	%
yosys	count of cell types in the netlist	27	
final_layout	area taken by flip-flops and latches	541	µm²
flow_run	reported max-cap violation count	0	
yosys	ys cells	140	
route	number of remaining DRC errors	0	
grt	maximum number of pins on one net before global-route repair	18	
grt	overflow left after global routing	0	
setup_path	Critical R2R Launch	q[0]	
setup_path	WP data required	3.61	ns
run_status	status	finished clean	
placement	Detailed Place HPWL	1.47	mm
timing	final critical delay including setup and external delays	2.05	ns
final_layout	fill count	789	
setup_path	Setup crit end kind	flop	
die	IO Count	3	
route	Vias	969	
grt	GR met3 Demand/Resource	1.12	%
timing	worst relative slew slack	71.1	%
timing	total count of max-transition violations in the final report	0	
die	fp_density	17.8	%
yosys	total cell area reported by yosys after synthesis	1230	µm²
yosys	flip-flops with a built-in enable	0	
grt	number of antenna violations at the first check in global routing	0	
power_and_ir_drop	PD cells	369	nW/µm²
cts	root buffer cell	sky130_fd_sc_hd__clkbuf_8	
die	core region area	6910	µm²
timing	Final Hold Fails	0	
route	residual antenna-violating net count after detailed routing	0	
cts	TritonCTS Buffers	3	
setup_path	peak fanout along the critical path	12	
grt	wire length of the first global-routing pass	4.11	mm
min_path	critical hold path startpoint	q[0]	
final_layout	utilization after layout	20.1	%
cts	buffer count from post-CTS setup fixing	0	
cts	later-pin clock latency in the skew report	0.27	ns
placement	routability-driven placement congestion ratio	0.774	
route	total inserted antenna cells	0	
yosys	asr flop ratio synth	0	%
timing	Max Clock Freq	489	MHz
yosys	flops out of synthesis	27	
min_path	worst min-delay path class	flop to flop	
die	die span in y	105	µm
flow_run	tool warning count	25	
final_layout	flip-flop count of the largest register after layout	27	
setup_path	reg-to-reg setup timing slack	1.35	ns
cts	H-tree levels	1	
timing	post-layout period usage	60.2	%
final_layout	registers with the most flip-flops	q (27)	
route	number of iterations in the first detailed-routing pass	4	
timing	setup repair after global routing missed its margin	false	
route	Routed Wire Length	2.18	mm
yosys	synthesized instance count	140	
cts	Post-CTS Hold Buffers	0	
route	drt first-iter violations	72	
[worst max-delay path, cell delays in order (launching register included)]
cell                      delay (ns)
sky130_fd_sc_hd__dfxtp_1        0.38
sky130_fd_sc_hd__ha_1           0.24
sky130_fd_sc_hd__nand4_2        0.20
sky130_fd_sc_hd__or3_4          0.49
sky130_fd_sc_hd__or4_1          0.52
sky130_fd_sc_hd__a21oi_1        0.15
[area by class of cell]
| cell class | instances | share of cell area, % |
|---|---|---|
| Multi-Input combinational cell | 102 | 45.9 |
| Sequential cell | 27 | 38.9 |
| Tap cell | 96 | 8.65 |
| Clock buffer | 4 | 3.24 |
| Timing Repair Buffer | 3 | 1.98 |
| Inverter | 5 | 1.35 |
[cells by family after synthesis]
kind of cell | after synthesis | synth area share (%)
xor gates and xnor gates | 10 | 7.12
and+or+nand+nor | 62 | 29.8
adders and majority gates | 1 | 1.02
buffers and inverters | 11 | 4.27
AOI/OAI and AO/OA | 29 | 13.8
DFF | 27 | 43.9
[power by group]
| part | internal (W) | switching (W) | total [W] |
|---|---|---|---|
| combinational | 0.00000478 | 0.00000798 | 0.0000128 |
| clock | 0.0000838 | 0.0000941 | 0.000178 |
| sequential | 0.000319 | 0.00000327 | 0.000322 |
[stage by stage]
stage / hold slack [ns] / cell area, µm² / worst slack (ns) / total power (W) / std cells
after floorplan: 0.430 / 1230 / 1.46 / 0.000338 / 140
after global placement: 0.444 / 1340 / 1.38 / 0.000342 / 233
after detailed placement: 0.452 / 1340 / 1.38 / 0.000342 / 233
after CTS: 0.473 / 1390 / 1.35 / 0.000522 / 237
after global routing: 0.521 / 1390 / 1.17 / 0.000541 / 237
final: 0.473 / 1390 / 1.35 / 0.000513 / 237
[metal layers]
| metal | up-vias | routed length (µm) |
|---|---|---|
| li1 | 514 | - |
| met4 | 0 | 29 |
| met3 | 2 | 51 |
| met1 | 448 | 1190 |
| met2 | 5 | 914 |
| met5 | - | 0 |
[how the worst max path moves through the flow]
stage / from / endpoint / cells past startpoint
4_1_cts: q[0] / q[24] / 5
5_1_grt: q[0] / q[22] / 5
6_report: q[0] / q[24] / 5
[cell usage after synthesis (3+ instances only)]
cell | number | share of area (%)
sky130_fd_sc_hd__a21oi_1 | 14 | 5.7
sky130_fd_sc_hd__or3_1 | 4 | 2.0
sky130_fd_sc_hd__nand4_1 | 3 | 1.5
sky130_fd_sc_hd__o31ai_1 | 10 | 6.1
sky130_fd_sc_hd__nand3_1 | 7 | 2.8
sky130_fd_sc_hd__or4_1 | 11 | 6.7
sky130_fd_sc_hd__nand2_1 | 9 | 2.7
sky130_fd_sc_hd__inv_1 | 5 | 1.5
sky130_fd_sc_hd__dfxtp_1 | 27 | 44
sky130_fd_sc_hd__xnor2_1 | 8 | 5.7
sky130_fd_sc_hd__nor4_1 | 3 | 1.5
sky130_fd_sc_hd__o21ai_0 | 5 | 2.0
sky130_fd_sc_hd__clkbuf_1 | 3 | 0.92
sky130_fd_sc_hd__nor2_1 | 12 | 3.7
Power figures rest on the tool's default switching activity, not on a simulated workload.
