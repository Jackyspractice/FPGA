File: design/flow/config.mk
export PLATFORM = sky130hd
export DESIGN_NAME = clock_div
export DESIGN_NICKNAME = clock_div
export VERILOG_FILES = /design/flow/design.v
export SDC_FILE = /design/flow/constraint.sdc
export NUM_CORES = 4
export LEC_CHECK = 1
export CORE_AREA = 10 10 93 93
export DIE_AREA = 0 0 103 103
File: design/flow/constraint.sdc
current_design clock_div

set clk_period 4.5
set clk_io_pct 0.2

create_clock -name clk0 -period $clk_period [get_ports {mclk}]

set non_clock_inputs [all_inputs -no_clocks]
set_input_delay [expr $clk_period * $clk_io_pct] -clock clk0 $non_clock_inputs
set_output_delay [expr $clk_period * $clk_io_pct] -clock clk0 [all_outputs]
File: design/flow/design.v
module clock_div(
    mclk,
    clk_counter,
    clk_scan
);
input mclk;
output clk_counter;
output clk_scan;
reg [26:0] q;
always @(posedge mclk)
begin
    q <= q + 1'b1;
end
assign clk_counter = q[26];  
assign clk_scan = q[15];
endmodule
File: design/flow/run.sh
#!/bin/bash
# OpenROAD 26Q1-2900-gdf79404cd8, Yosys 0.63+post, stock flow scripts
make -C /OpenROAD-flow-scripts/flow DESIGN_CONFIG=/design/flow/config.mk WORK_HOME=/design/flow/orfs finish
==> flow_metrics.tcl <==
# implementation run metrics
set metrics [dict create \
    synth-edff-count 0 \
    fillers 756 \
    drv_slew 0 \
    grt-ovfl-total 0 \
    reg.largest.list "q x27" \
    grt_usage_pct 3.12 \
    setup.worst_path.start_class "flop" \
    ys.flops 27 \
    die_height_um 103 \
    cp.arrival_ns 1.18 \
    cts_max_level 1 \
    top_cell_area_share_pct 51.7 \
    min_period_ns 2.08 \
    layout-drive-gt1-share_pct 9.43 \
    cts_tree "built" \
    async_flop_share_pct 0 \
    netlist_area_mm2 0.00104 \
    setup_viol 0 \
    topCellsByArea "dfxtp_1, xnor2_1, xor2_1" \
    dr_total_vias 692 \
    area_delta_synth_final_pct 15.9 \
    setup-tns-final_ns 0 \
    ys_area_mm2 0.00104 \
    hold_violations 0 \
    syn_area_per_cell_um2 10.4 \
    fin_skew_ns 0.00843 \
    report.power.total_mw 0.373 \
    hp-class "flop to flop" \
    slowest_delay_ns 0.49 \
    crit_buf_inv 1 \
    p_leak_nw 0.419 \
    detail_route.wl_per_cell_um 8.35 \
    largest_reg_flops 27 \
    crit_path_cell_trace "clkdlybuf4s50_1" \
    ant_nets 0 \
    drt_iter0_drc 50 \
    final_cell_area_mm2 0.00121 \
    top_register "q" \
    antenna_found_initial 0 \
    ctsHoldBuffers 0 \
    cts_buffers 3 \
    coreArea_mm2 0.00676 \
    ys_types 17 \
    yosys-stat-cells 100 \
    worstSetupEndpointType "output pin" \
    cpMaxStageDelayCell "clkdlybuf4s50_1" \
    clk_path_buf_depth 2 \
    worst-setup-path-type "flop to output pin" \
    seq_area_frac_synth_pct 51.7 \
    die_area_mm2 0.0106 \
    vias_per_cell 3.72 \
    wl_um 1550 \
    drc 0 \
    slew_headroom_pct 60.6 \
    outcome "completed" \
    drt_pass1_iterations 4 \
    worst_slew_pin_slew_ns 0.587 \
    grt_max_degree 16 \
    max_freq_mhz 482 \
    path_clk_slew_ns 0.08 \
    fp_util_pct 15.5 \
    finalClockPeriodUsage_pct 46.1 \
    dp_hpwl_um 1160 \
    cp_max_fo 6 \
    syn_inst 100 \
    gp_congestion 0.782 \
    netlist_top_cells_count "dfxtp_1, xnor2_1, xor2_1" \
    drv_cap 0 \
    yosysMostFrequentCell "dfxtp_1" \
    worstSkewPairLatency_ns 0.27 \
    cts-root-buf "clkbuf_8" \
    combGateArea_um2 500 \
    required_ns 3.60 \
    fin_ws_ns 2.42 \
    io_pins 3 \
    cts_setup_buffers 0 \
    flop_cell "dfxtp_1" \
    openroad.warnings 25 \
    antennaDiodeCount 0 \
    top_area_cell "dfxtp_1" \
    rows 30 \
    rsz0062_at_grt "no" \
    yosys_warnings 1 \
    die_w_um 103 \
    ir_drop_mv 0.149 \
    placed_cell_area_mm2 0.00116 \
    grt_pass1_vias 622 \
    cts_resized 0 \
    cpLargestDelayFamily "buffers and inverters" \
    cts.sink_count 27 \
    grt_pass1_wl_um 2730 \
    dp_slack_ns 2.70 \
    power_density_mw_per_mm2 308 \
    flop_area_um2 541 \
    port_buffers 2 \
]
## per-layer routing
metal / part of all wire (%) / GRT usage [%]
met3: 6.7 / 1.42
met5: 0 / 0
met4: 2.1 / 0.535
met2: 40 / 4.39
met1: 51 / 4.35
## kinds of logic after synthesis
family        after synthesis  share of synthesized area [%]
xor+xnor                   25                           21.0
fa+ha+maj                   1                           1.20
buf+inv                     1                          0.359
flops                      27                           51.7
simple gates               46                           25.7
## placed cells by master (no fill, tap or decap)
cell type / count
dfxtp_1: 27
xnor2_1: 13
xor2_1: 12
nand4_1: 10
nand3_1: 10
nand2_1: 6
nor2_1: 5
nor3_2: 3
nor4_1: 3
nor3_1: 3
clkbuf_8: 3
and4_1: 2
clkdlybuf4s50_1: 2
nand2_2: 1
nand3_2: 1
or4_4: 1
inv_1: 1
and3_1: 1
ha_1: 1
clkinv_2: 1
## worst reg2reg max path, stage by stage, from the launching register on
cell	delay [ns]
dfxtp_1	0.36
ha_1	0.25
nand2_2	0.10
or4_4	0.60
nor3_2	0.22
xor2_1	0.15
## where the power goes
| part | switching (mW) | internal (mW) | total, mW |
|---|---|---|---|
| clock network | 0.0725 | 0.0620 | 0.134 |
| logic | 0 | 0 | 0.000000176 |
| registers | 0 | 0.239 | 0.239 |
| total | 0.0725 | 0.301 | 0.373 |
## per-stage QoR
| stage | std cells | utilization [%] | hold slack, ns |
|---|---|---|---|
| floorplan | 100 | - | 0.370 |
| global placement | 182 | 17.2 | 0.378 |
| detailed placement | 182 | 17.2 | 0.388 |
| CTS | 186 | 17.9 | 0.410 |
| global route | 186 | 17.9 | 0.417 |
| finish | 186 | 17.9 | 0.403 |
## final timing paths
check,cells past startpoint,slack (ns),end,startpoint
setup / recovery,1,2.42,clk_scan,q[15]$_DFF_P_
hold / removal,1,0.40,q[0]$_DFF_P_,q[0]$_DFF_P_
setup reg to reg,5,2.77,q[26]$_DFF_P_,q[0]$_DFF_P_
hold reg to reg,1,0.40,q[0]$_DFF_P_,q[0]$_DFF_P_
## final cells by class
cell class / instances / share of cell area (%)
repair buffers: 2 / 1.65
inverters: 1 / 0.310
multi-input cells: 72 / 41.3
clock inverters: 1 / 0.413
clock buffers: 3 / 3.41
flip-flops and latches: 27 / 44.6
well taps: 80 / 8.26
Power is estimated from default activity; no workload was simulated.
