### design/flow/config.mk
export PLATFORM = sky130hd
export DESIGN_NAME = counter
export DESIGN_NICKNAME = counter
export VERILOG_FILES = /design/flow/design.v
export SDC_FILE = /design/flow/constraint.sdc
export NUM_CORES = 4
export LEC_CHECK = 1
export CORE_AREA = 10 10 75 75
export DIE_AREA = 0 0 85 85
### design/flow/constraint.sdc
current_design counter

set clk_period 2.0
set clk_io_pct 0.2

create_clock -name clk0 -period $clk_period [get_ports {clk}]

set non_clock_inputs [all_inputs -no_clocks]
set_input_delay [expr $clk_period * $clk_io_pct] -clock clk0 $non_clock_inputs
set_output_delay [expr $clk_period * $clk_io_pct] -clock clk0 [all_outputs]
### design/flow/design.v
module counter(
    input wire clk,
    input wire clr,
    input wire up,
    input wire enable,
    output reg [7:0]data
);
always @(posedge clk or posedge clr) begin
    if (clr) data <= 8'b0000_0000;
    else if (enable) begin
        if (up == 1) data <= data + 1;
        else begin
            if (data == 0) data <= 8'b1111_1111;
            else data <= data - 1;
        end
    end
end
endmodule
### design/flow/run.sh
#!/bin/bash
# OpenROAD 26Q1-2900-gdf79404cd8, Yosys 0.63+post, stock flow scripts
make -C /OpenROAD-flow-scripts/flow DESIGN_CONFIG=/design/flow/config.mk WORK_HOME=/design/flow/orfs finish
==> results.sh <==
# flow metrics
export IMPL_status="finished, final reports clean"
export IMPL_antenna_left=0
export IMPL_final_max_slew_viol_count=0
export IMPL_final_common_cell="clkdlybuf4s50_1"
export IMPL_clkTransAtPathRegs_ns=0.05
export IMPL_fin_crit_ns=1.762
export IMPL_synth_edff_count=0
export IMPL_finalCritPeriodShare_pct=88.11
export IMPL_cts_buffers=3
export IMPL_worstPathCellList="clkdlybuf4s50_1 -> and3_1 -> and3_1 -> a2111oi_0 -> a211oi_1"
export IMPL_largest_register="data"
export IMPL_io_buffers=11
export IMPL_grt_total_usage_pct=4.337
export IMPL_synthTopCellsByArea="dfrtp_1 33%, ha_1 6.2%, and3_2 3.7%, nor4_4 3.5%, nand3_1 3.3%"
export IMPL_critical_path_required_ns=2.09
export IMPL_ys_area_um2=603.1
export IMPL_largest_reg_flops=8
export IMPL_warning_count=27
export IMPL_ctsHoldBuffers=0
export IMPL_grt_pass1_vias=569
export IMPL_p_leak_nw=0.3451
export IMPL_cts_tree="done"
export IMPL_path_class="input pin to register"
export IMPL_grt_first_pass_wirelength_um=2691
export IMPL_tns_ns=0
export IMPL_clock_latency_ns=0.23
export IMPL_ys_cells=66
export IMPL_die_y_um=85
export IMPL_critPathLaunchType="input pin"
export IMPL_worstPathArrival_ns=1.85
export IMPL_drc=0
export IMPL_synthCells=66
export IMPL_hold_viol=0
export IMPL_post_cts_repair_setup_buffers=0
export IMPL_cpMaxStageDelayCell="clkdlybuf4s50_1"
export IMPL_hold_path_class="input pin to asynchronous set/reset pin"
export IMPL_htreeDepth=1
export IMPL_fp_dieArea_um2=7225
export IMPL_cts_sinks=8
export IMPL_relSlewSlack_pct=68.64
export IMPL_setup_viol=0
export IMPL_initCoreUtil_pct=14.86
export IMPL_critPathMaxFanout=7
export IMPL_routedWlPerCell_um=11.91
export IMPL_totalPowerFinal_uw=931.4
export IMPL_synth_warnings=1
export IMPL_layout_top_cells="11 x clkdlybuf4s50_1, 8 x dfrtp_1, 5 x inv_1"
export IMPL_cts_resized=0
export IMPL_first_pass_iters=4
export IMPL_gp_congestion=0.8160
export IMPL_fp_dieW_um=85
export IMPL_avgSynthCellArea_um2=9.138
export IMPL_num_vias=555
export IMPL_antenna_found_initial=0
export IMPL_grt_max_degree=18
export IMPL_cap_violations=0
export IMPL_skew_ns=0.007706
export IMPL_tightest_slew_ns=0.4689
export IMPL_clockRootBuffer="clkbuf_8"
export IMPL_top_cell_area_share_pct=33.20
export IMPL_core_um2=4058
export IMPL_clock_path_buffers=2
export IMPL_yosysSeqAreaShare_pct=33.20
export IMPL_max_freq_mhz=567.5
export IMPL_r2r_start="data[0]"
export IMPL_overflow=0
export IMPL_end_kind="register"
export IMPL_top_area_cell="dfrtp_1"
export IMPL_yosys_most_used_dff="dfrtp_1"
export IMPL_rsz0062_at_grt="false"
export IMPL_syn_to_final_growth_pct=35.68
export IMPL_p_per_area_nw_per_um2=1138
export IMPL_dr_first_iter_drc_count=55
export IMPL_top_regs="data x8"
export IMPL_core_rowCount=23
export IMPL_synthesis_area_um2=603.1
export IMPL_dp_hpwl_um=1172
export IMPL_vias_per_cell=4.302
export IMPL_crit_path_max_incr_delay_ns=0.53
export IMPL_drive_gt1_share_pct=16.46
export IMPL_crit_start="up"
export IMPL_diodes=0
export IMPL_ys_types=34
export IMPL_synth_flops=8
export IMPL_wl_um=1537
export IMPL_vdd_ir_drop_max_mv=0.2258
export IMPL_crit_path_frequent_cell="and3_1"
export IMPL_ios=12
export IMPL_ys_async_sr_fraction_pct=100.0
[routing by layer]
layer | global-route usage [%] | wire length [um] | share of wire, %
met5 | 0 | 0 | 0
met1 | 5.182 | 683 | 44
met2 | 6.812 | 713 | 46
met3 | 2.216 | 120 | 7.8
met4 | 0.8982 | 19 | 1.2
[power by group]
| group | total (mW) | switching (mW) | internal (mW) |
|---|---|---|---|
| Combinational | 0.374 | 0.144 | 0.230 |
| Clock | 0.196 | 0.0655 | 0.131 |
| Sequential | 0.362 | 0.136 | 0.225 |
[critical path, delay by kind of cell]
family | cells | cell delay, ns
compound gates | 2 | 0.48
buf+inv | 1 | 0.53
simple gates | 2 | 0.44
[cell families after synthesis]
logic type,Yosys count,synth area share [%]
DFF,8,33.19
muxes,1,1.660
adders and majority gates,3,6.225
xor gates and xnor gates,1,1.453
buffers and inverters,8,5.394
and+or+nand+nor,26,29.88
AOI/OAI and AO/OA,19,22.20
[worst paths after layout]
| kind | end | slack (ns) | depth (start not counted) |
|---|---|---|---|
| max | data[7] | 0.24 | 5 |
| min | data[1] | 0.43 | 2 |
| max reg2reg | data[7] | 0.27 | 6 |
| min reg2reg | data[0] | 0.62 | 1 |
| max in group asynchronous | data[3] | 1.32 | 2 |
| min in group clk0 | data[0] | 0.62 | 1 |
[synthesized netlist by cell type (all sizes together), types with 3 or more instances]
cell type and instances:
nand2 3, o21ai 4, inv 5, nand3 5
nor4 3, dfrtp 8, and3 6, ha 3
[final cells by class]
type / count / area [um^2]
Fill cell: 432 / 3239
Multi-Input combinational cell: 50 / 370.4
Sequential cell: 8 / 200.2
Timing Repair Buffer: 13 / 125.1
Tap cell: 50 / 62.56
Clock buffer: 3 / 41.29
Inverter: 5 / 18.77
[through the flow]
stage	instances	cell area [um^2]	hold slack, ns	setup WS [ns]	utilization [%]
3_3_place_gp	126	777.0	0.6163	0.04996	19.15
5_1_grt	129	818.3	0.4664	0.08294	20.17
4_1_cts	129	818.3	0.4412	0.2440	20.17
6_report	129	818.3	0.4259	0.2378	20.17
3_5_place_dp	126	777.0	0.6110	0.02582	19.15
2_1_floorplan	66	603.1	0.2157	0.4630	-
